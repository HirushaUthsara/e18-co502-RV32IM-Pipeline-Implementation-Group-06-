===== design/flow/run.sh =====
#!/bin/bash
# OpenROAD 26Q1-2900-gdf79404cd8, Yosys 0.63+post, stock flow scripts
make -C /OpenROAD-flow-scripts/flow DESIGN_CONFIG=/design/flow/config.mk WORK_HOME=/design/flow/orfs finish

===== design/flow/config.mk =====
export PLATFORM = sky130hd
export DESIGN_NAME = Instructionfetch
export DESIGN_NICKNAME = Instructionfetch
export VERILOG_FILES = /design/flow/design.v
export SDC_FILE = /design/flow/constraint.sdc
export NUM_CORES = 4
export LEC_CHECK = 1
export CORE_AREA = 10 10 72 72
export DIE_AREA = 0 0 82 82

===== design/flow/constraint.sdc =====
current_design Instructionfetch

set clk_period 1.0
set clk_io_pct 0.2

create_clock -name clk0 -period $clk_period

set non_clock_inputs [all_inputs -no_clocks]
set_input_delay [expr $clk_period * $clk_io_pct] -clock clk0 $non_clock_inputs
set_output_delay [expr $clk_period * $clk_io_pct] -clock clk0 [all_outputs]

===== design/flow/design.v =====
`timescale  1ns/100ps
module Instructionfetch (
    CLK,
    RESET,
    Instmem_busywait,
    Datamem_busywait,
    JumpBranch,
    PC,
    PC_Four,
    JumpBranch_PC,
    PCMUX,
    PCvalue
);
output reg [31:0] PC, PC_Four, PCMUX;
input wire  CLK, RESET, Instmem_busywait, Datamem_busywait, JumpBranch;
input wire [31:0] JumpBranch_PC, PCvalue;
wire busywait;
or(busywait, Datamem_busywait, Instmem_busywait);
always @(RESET) begin
    PC = -4;
end
always @(PC) begin
    #2
    PC_Four = PC+4;
end
always @(*)begin
    case (JumpBranch)
        1'b1:begin
            PCMUX =JumpBranch_PC;
        end
        1'b0:begin
            PCMUX = PC_Four;
        end
endcase
end
always @(posedge CLK) begin
    #2 
    if(busywait == 1'b0)begin
        PC = PCvalue;
    end
end
endmodule

==> ci_impl_report.md <==
### Flow metrics

| Metric | Value |
|---|---|
| Area leader share | 64.6% |
| Top cells by count | buf_4 (64), and2_2 (32), clkbuf_2 (3), conb_1 (2) |
| Hold bufs inserted after CTS | 0 |
| Ports | 165 |
| Die ar. | 6720 um2 |
| Pre-CTS worst setup slack | -0.707 ns |
| Critical path type | in2out |
| # Max-Cap Violations | 0 |
| Setup crit end kind | output pin |
| GRT overflow | 0 |
| Netlist cell types | 4 |
| Final worst-path cycle share | 94.6% |
| Status | finished, final reports clean |
| Tally of OpenROAD warnings | 69 |
| First-pass GRT wire length | 3770 um |
| Row count | 22 |
| Core footprint | 3690 um2 |
| Final WL | 2890 um |
| Most common cell in the synthesized netlist | buf_4 |
| Initial DRC count | 15 |
| Critical path arrival | 0.75 ns |
| Cell type with the largest total area | buf_4 |
| Finished Layout Cells | 214 |
| Yosys stat cell total | 101 |
| Gate Count Post-Synth | 101 |
| RSZ-0062 raised after global routing | no |
| Syn_area_per_cell | 7.36 um2 |
| Layout clock buffers | 0 |
| Routed Antenna Nets | 0 |
| Vias | 644 |
| Crit start category | primary input |
| Final Cell Area | 1160 um2 |
| Final WS setup | 0.0545 ns |
| CP Capture Point | PCMUX[24] |
| Area growth syn-to-layout | 56.4% |
| Fmax | 1060 MHz |
| Max VDD drop | 88.4 uV |
| Die Y-Extent | 82 um |
| Leakage | 0.731 nW |
| Top cells by area | buf_4 (65%), and2_2 (32%), clkbuf_2 (2.0%), conb_1 (1.0%) |
| Yosys chip area | 743 um2 |
| Vias in the first global route | 718 |
| Hold Crit Depth | 3 |
| Fill cells | 422 |
| Crit path time final | 0.946 ns |
| Dpl cells | 210 |
| Antenna Cells | 0 |
| Total GRT Usage | 6.99% |
| Largest net degree at the start of global routing | 17 |
| Die X | 82 um |
| Power Density | 282 nW/um2 |
| Number of endpoints failing setup at the final stage | 0 |
| Floorplan core density | 20.1% |
| Flop area | 0 um2 |
| Final Hold Viols | 0 |
| Initial antenna violation count | 0 |
| Layout cell share with drive strength beyond 1 | 41.6% |
| WL per Instance | 13.5 um |
| Final Total Pwr | 0.328 mW |
| Routability cong. | 0.806 |
| Synthesized cell area | 743 um2 |
| Via density | 3.01 |
| Port-buffer cells | 65 |
| Crit path required time | 0.80 ns |
| Residual DRC | 0 |
| Worst Setup SP | JumpBranch_PC[24] |
| Fin Setup TNS | 0 ns |
| Hpwl dp | 2510 um |
| DRT Pass-1 Iters | 2 |
| Yosys warning count | 1 |
| Cell Area, Placed | 1210 um2 |
| Num sequential | 0 |
| Crit Path Max Fanout | 1 |
| Hold Crit Class | in2out |
| Pins Over Slew Limit | 0 |
| Sequential share of the synthesized area | 0% |
==> layout make-up <==
type / count / area [um2] / area share, %
repair buffers: 70 / 582 / 50.1
multi-input cells: 96 / 520 / 44.8
well taps: 48 / 60.1 / 5.17
==> report_power, final <==
group | internal [mW] | switching (mW)
Clock | 0 | 0
Sequential | 0 | 0
Combinational | 0.238 | 0.0900
Total | 0.238 | 0.0900
==> logic make-up after synthesis <==
logic type	count (synthesis)	share of synthesized area (%)
buffers and inverters	67	66.7
other	2	1.01
AND/OR/NAND/NOR	32	32.3
==> layout by cell type, fill, tap and decap left out <==
cell type        count
and2_4              32
dlygate4sd2_1       32
buf_8                1
conb_1              64
clkdlybuf4s15_1      1
buf_16               1
buf_6                7
buf_12               2
buf_2               26
==> per-stage QoR <==
step                hold WS, ns  utilization [%]
global route              0.806             31.5
global placement           1.37             32.8
finish                    0.787             31.5
floorplan                 0.491                -
detailed placement         1.37             32.8
CTS                       0.791             32.3
==> worst min-delay path by stage <==
stage                     from       end  slack [ns]
finish        JumpBranch_PC[1]  PCMUX[1]        0.79
global route  JumpBranch_PC[5]  PCMUX[5]        0.81
CTS           JumpBranch_PC[1]  PCMUX[1]        0.79
==> metal layers <==
metal	vias to the layer above	track usage [%]	routed length (um)
met1	273	8.33	1110
met5	-	0	0
li1	302	-	-
met4	0	0	0
met2	69	12.1	1380
met3	0	2.97	407
==> critical path: stages <==
cell	delay, ns
dlygate4sd2_1	0.23
and2_4	0.15
clkdlybuf4s15_1	0.17
==> repair_timing <==
item | in CTS | in global routing
hold endpoints to repair | 0 | 0
cloned | 2 | 0
endpoints found under the setup margin | 32 | 13
resized | 175 | 0
buffers inserted | 3 | 0
pin swaps | 5 | 0
Power and IR drop assume default switching activity.
