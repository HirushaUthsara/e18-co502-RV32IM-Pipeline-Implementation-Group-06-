### /design/flow/run.sh
#!/bin/bash
# OpenROAD 26Q1-2900-gdf79404cd8, Yosys 0.63+post, stock flow scripts
make -C /OpenROAD-flow-scripts/flow DESIGN_CONFIG=/design/flow/config.mk WORK_HOME=/design/flow/orfs finish
### /design/flow/design.v
module Multiplexer(
    input wire A,
    input wire B,
    input wire [2:0] ADDR,
    output reg OUTPUT
);
always @* begin
    case (ADDR)
        3'b001: OUTPUT = A;
        3'b010: OUTPUT = B;
        default: OUTPUT = 1'b0;
    endcase
end
endmodule
module OneCounterPredictor(
    input wire CLOCK,
    input wire INIT,
    input wire [2:0] ADDR,
    input wire OUTCOME,
    output wire PREDICTION,
    output wire [15:0] MISSES
);
wire [15:0] miss_in;
wire [2:0] addr_out;
wire demout0;
wire demout1;
wire demmiss0;
wire demmiss1;
wire A;
wire B;
wire PREDICTION_wire;
demultiplexer demux (
    .out0(demout0),
    .miss0(demmiss0),
    .out1(demout1),
    .miss1(demmiss1),
    .ADDR(ADDR),
    .OUTCOME(OUTCOME),
    .MISS(miss_in[0])
);
counterOne firstCount (
    .CLOCK(CLOCK),
    .INIT(INIT),
    .OUTCOME(demout0),
    .MISS(demmiss0),
    .PREDICTION(A)
);
counterOne secondCount (
    .CLOCK(CLOCK),
    .INIT(INIT),
    .OUTCOME(demout1),
    .MISS(demmiss1),
    .PREDICTION(B)
);
Multiplexer mux (
    .A(A),
    .B(B),
    .ADDR(ADDR),
    .OUTPUT(PREDICTION_wire)
);
comparator comp (
    .CLOCK(CLOCK),
    .INIT(INIT),
    .OUTCOME(OUTCOME),
    .ADDR(ADDR),
    .PREDICTION(PREDICTION_wire),
    .ADDR_W(addr_out),
    .MISS(miss_in[0])
);
counter countM (
    .CLOCK(CLOCK),
    .INIT(INIT),
    .MISS(miss_in[0]),
    .MISSES(MISSES)
);
assign PREDICTION = PREDICTION_wire;
assign miss_in[15:1] = 16'b0;
endmodule
module comparator(
    input CLOCK,
    input INIT,
    input OUTCOME,
    input [2:0] ADDR,
    input PREDICTION,
    output [2:0] ADDR_W,
    output MISS
);
assign MISS = OUTCOME ^ PREDICTION;
assign ADDR_W = ADDR;
endmodule
module counter(
    input CLOCK,
    input INIT,
    input MISS,
    output [15:0] MISSES
);
reg [15:0] temp;
always @(posedge CLOCK) begin
    if (INIT) begin
        temp <= 16'b0000000000000000;
    end else begin
        if (MISS) begin
            if (temp == 16'b111111111111111) begin
                temp <= 16'b0000000000000000;
            end else begin
                temp <= temp + 1;
            end
        end
    end
end
assign MISSES = temp;
endmodule
module counterOne(
    input CLOCK,
    input INIT,
    input OUTCOME,
    input MISS,
    output wire PREDICTION
);
reg count;
always @(posedge CLOCK) begin
    if (INIT) begin
        count <= 1'b0;
    end else begin
        if (MISS) begin
            count <= ~count;
        end
    end
end
assign PREDICTION = count;
endmodule
module demultiplexer(
    output wire out0,
    output wire miss0,
    output wire out1,
    output wire miss1,
    input wire [2:0] ADDR,
    input wire OUTCOME,
    input wire MISS
);
assign out0 = (ADDR == 3'b001) ? OUTCOME : 1'b0;
assign miss0 = (ADDR == 3'b001) ? MISS : 1'b0;
assign out1 = (ADDR == 3'b010) ? OUTCOME : 1'b0;
assign miss1 = (ADDR == 3'b010) ? MISS : 1'b0;
endmodule
### /design/flow/config.mk
export PLATFORM = sky130hd
export DESIGN_NAME = OneCounterPredictor
export DESIGN_NICKNAME = OneCounterPredictor
export VERILOG_FILES = /design/flow/design.v
export SDC_FILE = /design/flow/constraint.sdc
export NUM_CORES = 4
export LEC_CHECK = 1
export CORE_AREA = 10 10 75 75
export DIE_AREA = 0 0 85 85
### /design/flow/constraint.sdc
current_design OneCounterPredictor

set clk_period 4.7
set clk_io_pct 0.2

create_clock -name clk0 -period $clk_period [get_ports {CLOCK}]

set non_clock_inputs [all_inputs -no_clocks]
set_input_delay [expr $clk_period * $clk_io_pct] -clock clk0 $non_clock_inputs
set_output_delay [expr $clk_period * $clk_io_pct] -clock clk0 [all_outputs]
==> summary.rpt <==
FLOW METRICS REPORT
----------------------------------------------------
[Route]
  Wirelength, routed ........................ roughly 2400 um
  Vias after detailed routing ........................ ~860
  Post-detailed-route wirelength per cell ........................ 13.6 um
  Detailed-router iteration count before antenna repair ........................ 4
  Antenna diode count ........................ 0
  DR iter-0 viols ........................ 36
  Via count normalized by instance count ........................ 4.78
  Post-DRT Antenna Nets ........................ 0
  Post-route DRC ........................ 0

[Critical path]
  Critical path launch point ........................ ADDR[1]
  Reg-to-reg startpoint ........................ firstCount.count
  Worst endpoint data arrival time ........................ 2.62 ns
  Crit path capture type ........................ primary output
  CP Class ........................ input pin to primary output
  Data required time of the worst path ........................ 3.76 ns
  Startpoint kind of the worst setup timing path ........................ input pin
  Largest fanout on the critical path ........................ 6

[Timing]
  Unrepaired setup endpoints after global routing ........................ false
  Highest clock rate ........................ about 280 MHz
  Min Clock Period, post-route ........................ approximately 3.6 ns
  Share of the clock period used by the worst path after layout ........................ 0.756
  Slew margin rel. ........................ 0.398
  Worst slew pin tran ........................ approximately 0.9 ns
  Fin Setup TNS ........................ 0 ns
  Final count of pins violating max slew ........................ 0
  Number of failing setup endpoints in the final timing report ........................ 0
  Number of hold violations in the final report ........................ 0
  Skew final ........................ 0.00321 ns
  Crit path setup slack, layout ........................ 1.14 ns

[Logic synthesis]
  Post-Synthesis Cells ........................ between 100 and 150
  Number of cell instances after yosys synthesis ........................ around 110
  Yosys stat chip area ........................ 958 um2
  Top cell area share ........................ 0.376
  Predominant post-synthesis flop cell ........................ dfxtp_1
  Share of flip-flops with an asynchronous set or reset after synthesis ........................ 0
  Count of yosys warnings during synthesis ........................ 3
  Count of cell types in the netlist ........................ 38
  Number of enable-type register cells in the synthesized netlist ........................ 0
  Count leader, synth ........................ dfxtp_1
  Dominant cell type by area after synthesis ........................ dfxtp_1
  Post-synthesis sequential element count ........................ 18
  Cells taking the most area after synthesis ........................ dfxtp_1 38%, nor2_1 5.5%, xor2_1 5.5%
  Cell area after synthesis ........................ 958 um2
  Syn Area/Cell ........................ 9.04 um2
  Post-synthesis sequential area ratio ........................ 0.376
  Cell types with the highest counts after synthesis ........................ 18 x dfxtp_1, 14 x nor2_1, 7 x nand2_1, 6 x xor2_1

[Placed design]
  Gpl congestion ........................ between 0.7 and 0.8
  Number of port buffers ........................ 22
  DPL Wire Length ........................ 1790 um
  Worst setup slack after placement ........................ 1.15 ns

[Pwr]
  P_leak ........................ between 0.4 and 0.5 nW
  Power density relative to cell area ........................ 228 nW/um2
  Maximum VDD drop ........................ around 0.000096 V

[Final layout]
  Layout cell share with drive strength beyond 1 ........................ 0.0620
  Number of fill cells ........................ just over 400
  Area growth from synthesis to final layout ........................ 32.2%

[Run]
  Tally of max-capacitance violations ........................ 0
  Warning total across the stage logs ........................ 25

[Clocking]
  Insertion Delay late pin ........................ roughly 0.25 ns
  H-tree depth ........................ 1
  Bufs on Longest Clock Path ........................ 2
  Root Buffer ........................ clkbuf_8
  TritonCTS clock tree ........................ yes
  Clock sink count ........................ 18
  Number of post-CTS setup repair buffers ........................ 0
  Num CTS Buffers ........................ 3
  Cells resized by post-CTS repair ........................ 0
  Quantity of hold-fixing buffers added after cts ........................ 0
  Clock transition at the registers of the reported paths ........................ around 0.060 ns

[Outcome]
  Run status ........................ finished, final reports clean

[Die]
  Chip area ........................ roughly 7200 um2
  Standard cell core area ........................ 4060 um2
  Die Wd ........................ roughly 85 um
  I/O pin total ........................ 23
  Core Density at Floorplan ........................ 0.236
  Y dimension of the die ........................ roughly 85 um
  Row cnt ........................ 23

[Global routing]
  Total routing usage reported by global routing ........................ 0.0648
  Number of global-route vias before repair ........................ 784
  Gr ovfl total ........................ 0
  Maximum number of pins on one net before global-route repair ........................ 14
  Initial antenna violation count ........................ 0
  Global-route wire length before repair ........................ around 4000 um

[Min path]
  Min-delay worst type ........................ register to register
  Worst Hold Launch ........................ countM.temp[10]

----------------------------------------------------
-- layout by cell type, fill, tap and decap left out, types with 2 or more instances in the layout --
cell type         n
clkdlybuf4s50_1  22
xor2_1            6
dfxtp_1          18
inv_1             4
nand3_1           4
a21oi_1           4
o31ai_1           3
mux2i_1           3
o21ai_0           3
o2111ai_1         3
clkbuf_8          3
nor2_1           14
and4_1            2
nor2b_1           2
o21a_1            2
xnor2_1           4
nor3b_1           2
or4_1             3
or4bb_1           2
nand2_1           7
-- layout make-up --
type	instances	area [um2]	area share
Sequential cell	18	360	0.284
Clock buffer	3	41.3	0.0326
Inverter	4	15.0	0.0118
Multi-Input combinational cell	82	568	0.448
Timing Repair Buffer	22	220	0.174
Tap cell	50	62.6	0.0494
-- flip-flops by register name (all words and copies together) (netlist names) --
signal / flops
countM.temp: 16
firstCount.count: 1
secondCount.count: 1
-- path summary, 6_finish.rpt --
check	slack [ns]	cells past startpoint	end
hold reg to reg	0.50	2	countM.temp[10]
setup / recovery	1.14	4	PREDICTION
setup reg to reg	2.34	5	countM.temp[2]
hold / removal	0.50	2	countM.temp[10]
-- cells by family (layout without fill, tap and decap cells) --
family                     after synthesis  after routing  share of synthesized area
buffers and inverters                    6             29                     0.0313
AOI/OAI and AO/OA                       22             22                      0.178
muxes                                    3              3                     0.0313
DFF                                     18             18                      0.376
adders and majority gates                1              1                     0.0131
xor gates and xnor gates                10             10                     0.0914
and+or+nand+nor                         46             46                      0.279
-- metal layers --
layer  routed length (um)  global-route usage  vias to the layer above
met5                    0                   0                        -
li1                     -                   -                      441
met2                 1030              0.0920                       21
met1                 1230              0.0956                      391
met4                   22             0.00749                        0
met3                  155              0.0212                        2
-- through the flow --
stage	utilization	instances	cell area [um2]	total power [mW]	hold WS (ns)
floorplan	-	106	958	0.175	0.448
finish	0.312	179	1270	0.289	0.498
global placement	0.302	176	1230	0.187	0.472
global route	0.312	179	1270	0.303	0.548
detailed placement	0.302	176	1230	0.188	0.486
CTS	0.312	179	1270	0.293	0.498
-- report_power, final --
part / leakage (nW) / switching [mW] / internal, mW
clock: 0.0216 / 0.0476 / 0.0568
sequential: 0.145 / 0.00326 / 0.155
combinational: 0.265 / 0.0131 / 0.0131
-- critical path, stage by stage --
cell and delay (ns):
clkdlybuf4s50_1 0.54, or4bb_1 0.59, nand2_1 0.09, clkdlybuf4s50_1 0.46
Power is estimated from default activity; no workload was simulated.
